## design.v

```verilog
module format_vg
    (
        input [7:0] FORMAT,
        output reg INTERLACED,
        output reg [11:0] V_TOTAL_0,
        output reg [11:0] V_FP_0,
        output reg [11:0] V_BP_0,
        output reg [11:0] V_SYNC_0,
        output reg [11:0] V_TOTAL_1,
        output reg [11:0] V_FP_1,
        output reg [11:0] V_BP_1,
        output reg [11:0] V_SYNC_1,
        output reg [11:0] H_TOTAL,
        output reg [11:0] H_FP,
        output reg [11:0] H_BP,
        output reg [11:0] H_SYNC,
        output reg [11:0] HV_OFFSET_0,
        output reg [11:0] HV_OFFSET_1,
        output reg [19:0] PATTERN_RAMP_STEP
    );
    localparam F_CEA_1_640x480p    = 8'd1,
               F_CEA_4_1280x720p   = 8'd4,
               F_CEA_5_1920x1080i  = 8'd5,
               F_CEA_16_1920x1080p = 8'd16,
               F_VESA_1280x800p    = 8'd128;
    always @ (FORMAT) begin
        case (FORMAT)
            F_CEA_1_640x480p: begin
                INTERLACED  <= 1'b0;
                V_TOTAL_0   <= 12'd525;
                V_FP_0      <= 12'd10;
                V_BP_0      <= 12'd33;
                V_SYNC_0    <= 12'd2;
                V_TOTAL_1   <= 12'd0;
                V_FP_1      <= 12'd0;
                V_BP_1      <= 12'd0;
                V_SYNC_1    <= 12'd0;
                H_TOTAL     <= 12'd800;
                H_FP        <= 12'd16;
                H_BP        <= 12'd48;
                H_SYNC      <= 12'd96;
                HV_OFFSET_0 <= 12'd0;
                HV_OFFSET_1 <= 12'd0;
                PATTERN_RAMP_STEP <= 20'h0666;  
            end
            F_CEA_4_1280x720p: begin
                INTERLACED  <= 1'b0;
                V_TOTAL_0   <= 12'd750;
                V_FP_0      <= 12'd5;
                V_BP_0      <= 12'd20;
                V_SYNC_0    <= 12'd5;
                V_TOTAL_1   <= 12'd0;
                V_FP_1      <= 12'd0;
                V_BP_1      <= 12'd0;
                V_SYNC_1    <= 12'd0;
                H_TOTAL     <= 12'd1650;
                H_FP        <= 12'd110;
                H_BP        <= 12'd220;
                H_SYNC      <= 12'd40;
                HV_OFFSET_0 <= 12'd0;
                HV_OFFSET_1 <= 12'd0;
                PATTERN_RAMP_STEP <= 20'h0333;  
            end
            F_CEA_5_1920x1080i: begin
                INTERLACED  <= 1'b1;
                V_TOTAL_0   <= 12'd562;
                V_FP_0      <= 12'd2;
                V_BP_0      <= 12'd15;
                V_SYNC_0    <= 12'd5;
                V_TOTAL_1   <= 12'd563;
                V_FP_1      <= 12'd2;
                V_BP_1      <= 12'd16;
                V_SYNC_1    <= 12'd5;
                H_TOTAL     <= 12'd2200;
                H_FP        <= 12'd88;
                H_BP        <= 12'd148;
                H_SYNC      <= 12'd44;
                HV_OFFSET_0 <= 12'd0;
                HV_OFFSET_1 <= 12'd1100;
                PATTERN_RAMP_STEP <= 20'h0222;  
            end
            F_CEA_16_1920x1080p: begin
                INTERLACED  <= 1'b0;
                V_TOTAL_0   <= 12'd1125;
                V_FP_0      <= 12'd4;
                V_BP_0      <= 12'd36;
                V_SYNC_0    <= 12'd5;
                V_TOTAL_1   <= 12'd0;
                V_FP_1      <= 12'd0;
                V_BP_1      <= 12'd0;
                V_SYNC_1    <= 12'd0;
                H_TOTAL     <= 12'd2200;
                H_FP        <= 12'd88;
                H_BP        <= 12'd148;
                H_SYNC      <= 12'd44;
                HV_OFFSET_0 <= 12'd0;
                HV_OFFSET_1 <= 12'd0;
                PATTERN_RAMP_STEP <= 20'h0222;  
            end
            F_VESA_1280x800p: begin
                INTERLACED  <= 1'b0;
                V_TOTAL_0   <= 12'd828;
                V_FP_0      <= 12'd1;
                V_BP_0      <= 12'd24;
                V_SYNC_0    <= 12'd3;
                V_TOTAL_1   <= 12'd0;
                V_FP_1      <= 12'd0;
                V_BP_1      <= 12'd0;
                V_SYNC_1    <= 12'd0;
                H_TOTAL     <= 12'd1680;
                H_FP        <= 12'd64;
                H_BP        <= 12'd200;
                H_SYNC      <= 12'd136;
                HV_OFFSET_0 <= 12'd0;
                HV_OFFSET_1 <= 12'd0;
                PATTERN_RAMP_STEP <= 20'h0333;  
            end
            default: begin
                INTERLACED  <= 1'b0;
                V_TOTAL_0   <= 12'd0;
                V_FP_0      <= 12'd0;
                V_BP_0      <= 12'd0;
                V_SYNC_0    <= 12'd0;
                V_TOTAL_1   <= 12'd0;
                V_FP_1      <= 12'd0;
                V_BP_1      <= 12'd0;
                V_SYNC_1    <= 12'd0;
                H_TOTAL     <= 12'd0;
                H_FP        <= 12'd0;
                H_BP        <= 12'd0;
                H_SYNC      <= 12'd0;
                HV_OFFSET_0 <= 12'd0;
                HV_OFFSET_1 <= 12'd0;
                PATTERN_RAMP_STEP <= 20'h0;
            end
        endcase
    end
endmodule
```

## run.sh

```bash
#!/bin/bash
# OpenROAD 26Q1-2900-gdf79404cd8, Yosys 0.63+post, stock flow scripts
make -C /OpenROAD-flow-scripts/flow DESIGN_CONFIG=/design/flow/config.mk WORK_HOME=/design/flow/orfs finish
```

## config.mk

```make
export PLATFORM = sky130hd
export DESIGN_NAME = format_vg
export DESIGN_NICKNAME = format_vg
export VERILOG_FILES = /design/flow/design.v
export SDC_FILE = /design/flow/constraint.sdc
export NUM_CORES = 4
export LEC_CHECK = 1
export CORE_AREA = 10 10 84 84
export DIE_AREA = 0 0 94 94
```

## constraint.sdc

```tcl
current_design format_vg

set clk_period 3.6
set clk_io_pct 0.2

create_clock -name clk0 -period $clk_period

set non_clock_inputs [all_inputs -no_clocks]
set_input_delay [expr $clk_period * $clk_io_pct] -clock clk0 $non_clock_inputs
set_output_delay [expr $clk_period * $clk_io_pct] -clock clk0 [all_outputs]
```

==> out/metrics.cfg <==
[outcome]
status = finished clean

[sta]
layout_min_cycle_time_ns = 3.44
clock.fmax_mhz = 291
finalSetupViolCount = 0
fin_crit_sh_pct = 95.4
final-hold-violation-count = 0
fin_setup_tns_ns = 0
grt_setup_unrepaired = no
final_max_slew_viol_count = 0
fin_ws_ns = 0.164

[setup_path]
cp_max_fo = 9
cpPeakStageDelay_ns = 0.53
path_common_cell = clkdlybuf4s50_1
cp_num_cells = 6
arrival_ns = 2.72
cp_cell_sequence = clkdlybuf4s50_1 -> nor4_4 -> buf_4 -> nand2b_1 -> nor3_1 -> clkdlybuf4s50_1
startpoint_type = input port
crit_family = buffers and inverters
critPathKind = input port to primary output
crit_slowest_cell = clkdlybuf4s50_1
cp-end-kind = primary output
required_ns = 2.88
cp.buffers_inverters = 3

[floorplanning]
rows = 26
die_area_um2 = 8840
fp_util_pct = 30.9
die_w_um = 94
dieHeight_um = 94
io_pins = 197
fp.coreArea_um2 = 5200

[placed_design]
postPlaceCellArea_um2 = 1810
finalWeightedCongestion = 0.753
io_buffers = 82
dp_hpwl_um = 4350
pre_cts_slack_ns = 0.119

[cells_and_area]
mi_logic_area_um2 = 836
fin_area_um2 = 1820
areaGrowthSynthToFinish_pct = 12.7
flop-count = 0
clock_buffers = 0
seq_area_um2 = 0
utilization_pct = 34.9
final_cell_mix = conb_1, clkdlybuf4s50_1, a21oi_1, nor2_1, buf_4
layout-drive-gt1-share_pct = 5.56
final_common_cell = conb_1
num-fill-cells = 531

[yosys]
avgSynthCellArea_um2 = 7.06
adder_share_pct = 0
syn-cell-area_um2 = 1610
yosys-stat-area_um2 = 1610
yosys_warnings = 1
synth_seq_share_pct = 0
synthTopCellsByArea = buf_4, a21oi_1, nor4b_1
ys_cells = 228
ys_sh_xor_pct = 2.72
topCombFamilyByArea = buffers and inverters
ys_sh_aoi_pct = 7.23
synth.distinct_cells = 30
synth.top_cell.area_share_pct = 71.8
synthesis.instances = 228
synth_top_cell_by_area = buf_4
ys_sh_simple_pct = 14.9
mux_share_pct = 0

[clock_network]
ctsResizeCount = 0
post_cts_buffers = 0
hold_buffers = 0

[routing]
ant_nets = 0
first_pass_iters = 4
drt_iter0_markers = 52
antennaDiodeCount = 0
vias_per_cell = 3.40
wl_um = 4670
vias = 1156
route.detailed.drc = 0
wire_per_inst_um = 13.7

[global_route]
overflow = 0
grt_start_max_net_pins = 21
grt_pass1_wl_um = 6400
grt_use_total_pct = 8.77
antenna_found_initial = 0
grt_pass1_vias = 1253

[flow_run]
maxCapViolCount = 0
warning_count = 32

[power]
power.share.clock_pct = 0
power_density_nw_per_um2 = 35.9
internal_power_uw = 29.8
power_leakage_uw = 0.000813
power.total_uw = 65.1
p_switching_uw = 35.3
power_frac_comb_pct = 100.0
p_sw_share_pct = 54.3
irDropWorstVdd_mv = 0.0149
power_frac_seq_pct = 0

[hold_path]
whs_path_depth = 4
hp-class = input port to primary output

## cell type report
cell class / count / area share, %
well taps: 70 / 4.82
repair buffers: 91 / 48.9
multi-input cells: 178 / 46.0
inverters: 1 / 0.207
## logic make-up after synthesis
family,after synthesis
compound gates,20
other cells,1
xor+xnor,5
buf+inv,164
simple gates,38
## synthesized netlist by cell type (3+ instances only)
library cell	count
nand2b_1	3
buf_4	154
buf_2	3
nor3_1	5
nand2_1	5
o21a_1	4
nor4b_1	5
a21oi_1	11
clkbuf_1	3
nor2_1	10
xnor2_1	4
o21ai_0	3
## power by group through the flow
stage / combinational (uW) / sequential (uW) / clock, uW
final: 65.1 / 0 / 0
after global routing: 79.2 / 0 / 0
after CTS: 69.2 / 0 / 0
## through the flow
step / std cells / hold WS, ns
floorplan: 342 / 1.55
detailed placement: 340 / 2.58
finish: 340 / 2.59
global route: 340 / 2.68
global placement: 340 / 2.57
CTS: 340 / 2.58
## layer usage
metal | global-route usage, % | part of all wire [%] | wire length [um]
met1 | 8.49 | 33 | 1540
met2 | 16.5 | 48 | 2260
met3 | 5.17 | 19 | 867
met4 | 0 | 0 | 0
met5 | 0 | 0 | 0
## final timing paths
kind	startpoint	to	slack, ns
worst max-delay path	FORMAT[5]	V_TOTAL_0[6]	0.16
worst min-delay path	FORMAT[0]	H_SYNC[7]	2.59
Power and IR drop assume default switching activity.
