<file path="flow/run.sh">
#!/bin/bash
# OpenROAD 26Q1-2900-gdf79404cd8, Yosys 0.63+post, stock flow scripts
make -C /OpenROAD-flow-scripts/flow DESIGN_CONFIG=/design/flow/config.mk WORK_HOME=/design/flow/orfs finish
</file>
<file path="flow/design.v">
module sync_vg
    #(
        parameter X_BITS=12,
        Y_BITS=12
    )(
        input wire clk,
        input wire reset,
        input wire interlaced,
        input wire [Y_BITS-1:0] v_total_0,
        input wire [Y_BITS-1:0] v_fp_0,
        input wire [Y_BITS-1:0] v_bp_0,
        input wire [Y_BITS-1:0] v_sync_0,
        input wire [Y_BITS-1:0] v_total_1,
        input wire [Y_BITS-1:0] v_fp_1,
        input wire [Y_BITS-1:0] v_bp_1,
        input wire [Y_BITS-1:0] v_sync_1,
        input wire [X_BITS-1:0] h_total,
        input wire [X_BITS-1:0] h_fp,
        input wire [X_BITS-1:0] h_bp,
        input wire [X_BITS-1:0] h_sync,
        input wire [X_BITS-1:0] hv_offset_0,
        input wire [X_BITS-1:0] hv_offset_1,
        output reg vs_out,
        output reg hs_out,
        output reg de_out,
        output reg [Y_BITS:0] v_count_out,
        output reg [X_BITS-1:0] h_count_out,
        output reg [X_BITS-1:0] x_out,
        output reg [Y_BITS:0] y_out,
        output reg field_out,
        output wire clk_out
    );
    reg [X_BITS-1:0] h_count;
    reg [Y_BITS-1:0] v_count;
    reg field;
    reg [Y_BITS-1:0] v_total;
    reg [Y_BITS-1:0] v_fp;
    reg [Y_BITS-1:0] v_bp;
    reg [Y_BITS-1:0] v_sync;
    reg [X_BITS-1:0] hv_offset;
    assign clk_out = !clk;
    always @(posedge clk) begin
        if (~reset) begin
            h_count <= 0;
        end
        else begin
            if (h_count < h_total - 1'b1)
                h_count <= h_count + 1'b1;
            else
                h_count <= 0;
        end
    end
    always @(posedge clk) begin
        if (~reset) begin
            v_count <= 0;
        end
        else begin
            if (h_count == h_total - 1'b1) begin
                if (v_count == v_total - 1'b1)
                    v_count <= 0;
                else
                    v_count <= v_count + 1'b1;
            end
        end
    end
    always @(posedge clk) begin
        if (~reset) begin
            field <= 0;
            v_total <= v_total_0;
            v_fp <= interlaced ? v_fp_1 : v_fp_0;  
            v_bp <= v_bp_0;
            v_sync <= v_sync_0;
            hv_offset <= hv_offset_0;
        end
        else begin
            if ((interlaced) && ((v_count == v_total - 1) && (h_count == h_total - 1))) begin
                field <= field + interlaced;
                v_total <= field ? v_total_0 : v_total_1;
                v_fp <= field ? v_fp_1 : v_fp_0;  
                v_bp <= field ? v_bp_0 : v_bp_1;
                v_sync <= field ? v_sync_0 : v_sync_1;
                hv_offset <= field ? hv_offset_0 : hv_offset_1;
            end
        end
    end
    always @(posedge clk) begin
        if (~reset) begin
            {vs_out, hs_out, de_out, field_out} <= 4'b0;
        end
        else begin
            hs_out <= ((h_count < h_sync));
            de_out <= (((v_count >= v_sync + v_bp) && (v_count <= v_total - v_fp - 1)) && ((h_count >= h_sync + h_bp) && (h_count <= h_total - h_fp - 1)));
            if ((v_count == 0) && (h_count == hv_offset))
                vs_out <= 1'b1;
            else if ((v_count == v_sync) && (h_count == hv_offset))
                vs_out <= 1'b0;
            h_count_out <= h_count;
            if (field)
                v_count_out <= v_count + v_total_0;
            else
                v_count_out <= v_count;
            x_out <= h_count - (h_sync + h_bp);
            if (interlaced)
                y_out <= { (v_count - (v_sync + v_bp)) , field };
            else
                y_out <= { 1'b0, (v_count - (v_sync + v_bp)) };
            field_out <= field;
        end
    end
endmodule        
</file>
<file path="flow/config.mk">
export PLATFORM = sky130hd
export DESIGN_NAME = sync_vg
export DESIGN_NICKNAME = sync_vg
export VERILOG_FILES = /design/flow/design.v
export SDC_FILE = /design/flow/constraint.sdc
export NUM_CORES = 4
export LEC_CHECK = 1
export CORE_UTILIZATION = 30
</file>
<file path="flow/constraint.sdc">
current_design sync_vg

set clk_period 9.3
set clk_io_pct 0.2

create_clock -name clk0 -period $clk_period [get_ports {clk}]

set non_clock_inputs [all_inputs -no_clocks]
set_input_delay [expr $clk_period * $clk_io_pct] -clock clk0 $non_clock_inputs
set_output_delay [expr $clk_period * $clk_io_pct] -clock clk0 [all_outputs]
</file>
==> flow_summary.yaml <==
# synthesis and place-and-route metrics
pwr:
  clockPowerShare: 0.347
  p_comb_frac: 0.288
  vdd.ir_drop.worst_v: 0.000143
  p_leak_nw: 5.92
  p_switching_uw: 599
  pwr-share-seq: 0.365
  internal_power_mw: 1.48
  powerDensity_mw_per_mm2: 142
  swShare: 0.288
  p_total_mw: 2.08
worst_setup_path:
  endpoint_kind: "output port"
  crit_path_max_fanout: 16
  critPathKind: "clock port to output port"
  crit_family: "buffers and inverters"
  critPathMaxStageDelay_ns: 0.44
  cp.buffers_inverters: 4
  crit_chain: "clkbuf_16 -> clkbuf_16 -> inv_1 -> clkdlybuf4s50_1"
  cp-start-kind: "clock port"
  worstPathArrival_ns: 5.55
  worstPathRequired_ns: 7.44
  cp_common_cell: "clkbuf_16"
  critPathSlowestCell: "clkdlybuf4s50_1"
min_path:
  min_path_type: "register to register"
floorplan:
  die_h_microns: 196
  die-area_sq_mm: 0.0383
  core_sq_mm: 0.0368
  fp-utilization: 0.306
  die_w_microns: 196
  row_count: 70
  io_pins: 226
logic_synthesis:
  synth_warnings: 1
  ys_seq_frac: 0.345
  avgSynthCellArea_sq_um: 9.99
  yosysCellCount: 1128
  synth-seq-cells: 139
  edf_count: 110
  synthDistinctLibCells: 72
  async_flop_share: 0
  synthFlopType: "edfxtp_1"
  syn-cell-area_sq_mm: 0.0113
  ys_chip_area_sq_mm: 0.0113
  synthCells: 1128
timing:
  finClkSkew_ns: 0.0114
  finalHoldViolations: 0
  tightest_slew_ns: 0.789
  setup_viol: 0
  slew_headroom: 0.472
  tns_ns: 0
  rsz0062_at_grt: "false"
  slew_violations: 0
  hold_slack_ns: 0.485
clocking:
  cts_buffers: 17
  htree_levels: 4
  insertion_delay_ns: 0.44
  cts_setup_buffers: 0
  holdBufCountCts: 0
  cts_tree: "yes"
  cts_root_buf: "clkbuf_16"
  clk_pin_slew_worst_paths_ns: 0.06
  ctsLongestPathBuffers: 2
  cts_resized: 0
status:
  outcome: "complete, no violations"
drt:
  wire_per_inst_microns: 16.5
  antenna_left: 0
  vias: 9008
  firstDrtPassIters: 5
  routed_wl_mm: 30.2
  drtIter0Drc: 402
  drcViolationCount: 0
  via_per_inst: 4.91
  insertedDiodeCount: 0
global_route:
  antenna_found_initial: 0
  gr-usage-met2: 0.270
  gr-usage-met3: 0.0304
  grt-busiest-layer: "met2"
  grt_overflow: 0
  grt_max_degree: 46
  grt_pass1_vias: 8697
  grt_pass1_wl_mm: 47.2
  track_usage: 0.163
  grt_use_met1: 0.236
finish:
  reg_top3: "v_count_out x13, y_out x13"
  final_common_cell: "clkdlybuf4s50_1"
  nFillCells: 3509
  drive_above_1_share: 0.0959
  layout_top_cells: "clkdlybuf4s50_1 (224), ha_1 (136), edfxtp_1 (110)"
  area_growth_pct: 30.2
place:
  numPortBuffers: 225
  dp.final_hpwl_mm: 23.9
  place_congestion: 0.861
run:
  max_cap_violations: 0
  warning_count: 28
[per-stage QoR]
stage	instances	area, sq um	worst slack (ns)	util
3_5_place_dp	1802	14100	2.19	0.383
2_1_floorplan	1128	11300	2.76	-
4_1_cts	1834	14700	1.86	0.399
3_3_place_gp	1802	14100	2.20	0.383
5_1_grt	1834	14700	1.84	0.399
6_report	1834	14700	1.89	0.399
[logic make-up after synthesis]
group | after synthesis | synth area share
simple gates | 305 | 0.137
xor+xnor | 155 | 0.120
compound gates | 211 | 0.123
flops | 139 | 0.345
fa+ha+maj | 143 | 0.163
mux | 81 | 0.0805
buf+inv | 94 | 0.0315
[power by group through the flow]
stage	combinational, mW	sequential, mW	clock [mW]
after global routing	0.670	0.764	0.766
after CTS	0.603	0.759	0.742
final	0.598	0.758	0.722
[Yosys cell counts (9+ instances only)]
library cell	number	area [sq um]
ha_1	136	1700
edfxtp_1	110	3300
xnor2_1	87	762
nor2_1	84	315
mux2_2	76	856
xor2_1	68	596
inv_1	65	244
a21oi_1	62	310
nand2_1	47	176
nor3_1	35	175
dfxtp_1	29	581
o21ai_0	28	140
a21o_1	25	188
clkbuf_1	25	93.8
nand3_1	25	125
nand4_1	24	150
nand2b_1	16	100
nor2b_1	13	81.3
nor4_1	13	81.3
o21ai_1	13	65.1
or3_1	12	75.1
a211oi_1	11	82.6
o211ai_1	11	82.6
o21a_1	9	67.6
[worst paths after layout]
path              depth (start not counted)  slack (ns)  startpoint        to
hold reg to reg                           2        0.49      vs_out    vs_out
setup reg to reg                         10        5.33  v_total[1]  v_fp[11]
hold / removal                            2        0.49      vs_out    vs_out
setup / recovery                          4        1.89         clk   clk_out
[tightest hold or removal path, cell delays in order (launching register included)]
cell     delay (ns)
dfxtp_1        0.32
a21oi_1        0.06
nor2_1         0.07
[layout make-up]
type / count / area, sq um / area share
clock buffers: 19 / 439 / 0.0299
clock inverters: 15 / 171 / 0.0117
multi-input cells: 895 / 7040 / 0.480
inverters: 64 / 240 / 0.0164
flip-flops and latches: 139 / 3880 / 0.265
repair buffers: 234 / 2310 / 0.158
well taps: 468 / 586 / 0.0399
[per-layer routing]
| metal | share of wire | vias to the layer above |
|---|---|---|
| met5 | 0 | - |
| met1 | 0.46 | 4178 |
| met4 | 0.011 | 0 |
| met3 | 0.049 | 21 |
| li1 | - | 4601 |
| met2 | 0.48 | 208 |
Power figures rest on the tool's default switching activity, not on a simulated workload.
