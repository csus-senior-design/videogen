===== flow/run.sh =====
#!/bin/bash
# OpenROAD 26Q1-2900-gdf79404cd8, Yosys 0.63+post, stock flow scripts
make -C /OpenROAD-flow-scripts/flow DESIGN_CONFIG=/design/flow/config.mk WORK_HOME=/design/flow/orfs finish

===== flow/config.mk =====
export PLATFORM = sky130hd
export DESIGN_NAME = pattern_vg
export DESIGN_NICKNAME = pattern_vg
export VERILOG_FILES = /design/flow/design.v
export SDC_FILE = /design/flow/constraint.sdc
export NUM_CORES = 4
export LEC_CHECK = 1
export CORE_UTILIZATION = 40

===== flow/design.v =====
module pattern_vg
    #(
        parameter B=8,  
        X_BITS=13,
        Y_BITS=13,
        FRACTIONAL_BITS = 12
    )
    (
        input reset, clk_in,
        input wire [X_BITS-1:0] x,
        input wire [Y_BITS-1:0] y,
        input wire vn_in, hn_in, dn_in,
        input wire [B-1:0] r_in, g_in, b_in,
        output reg vn_out, hn_out, den_out,
        output reg [B-1:0] r_out, g_out, b_out,
        input wire [X_BITS-1:0] total_active_pix,
        input wire [Y_BITS-1:0] total_active_lines,
        input wire [7:0] pattern,
        input wire [B+FRACTIONAL_BITS-1:0] ramp_step
    );
    reg [B+FRACTIONAL_BITS-1:0] ramp_values;  
    always @ (posedge clk_in) begin
        if (~reset) begin
            ramp_values <= 0;
            vn_out <= 1'b0;
            hn_out <= 1'b0;
            den_out <= 1'b0;
        end
        else begin
            vn_out <= vn_in;
            hn_out <= hn_in;
            den_out <= dn_in;
            if (pattern == 8'b0) begin  
                r_out <= r_in;
                g_out <= g_in;
                b_out <= b_in;
            end
            else if (pattern == 8'b1) begin  
                if (dn_in && ((y == 12'b0) || (x == 12'b0) || (x == total_active_pix - 1) || (y == total_active_lines - 1))) begin
                    r_out <= 8'hFF;
                    g_out <= 8'hFF;
                    b_out <= 8'hFF;
                end
                else begin
                    r_out <= r_in;
                    g_out <= g_in;
                    b_out <= b_in;
                end
            end
            else if (pattern == 8'd2) begin  
                if ((dn_in) && x[0] == 1'b1) begin
                    r_out <= 8'hFF;
                    g_out <= 8'hFF;
                    b_out <= 8'hFF;
                end
                else begin
                    r_out <= 8'b0;
                    g_out <= 8'b0;
                    b_out <= 8'b0;
                end
            end
            else if (pattern == 8'd3) begin  
                if ((dn_in) && y[0] == 1'b1) begin
                    r_out <= 8'hFF;
                    g_out <= 8'hFF;
                    b_out <= 8'hFF;
                end
                else begin
                    r_out <= 8'b0;
                    g_out <= 8'b0;
                    b_out <= 8'b0;
                end
            end
            else if (pattern == 8'd4) begin  
                r_out <= ramp_values[B+FRACTIONAL_BITS-1:FRACTIONAL_BITS];
                g_out <= ramp_values[B+FRACTIONAL_BITS-1:FRACTIONAL_BITS];
                b_out <= ramp_values[B+FRACTIONAL_BITS-1:FRACTIONAL_BITS];
                if ((x == total_active_pix - 1) && (dn_in))
                    ramp_values <= 0;
                else if ((x == 0) && (dn_in))
                    ramp_values <= ramp_step;
                else if (dn_in)
                    ramp_values <= ramp_values + ramp_step;
            end
            else if (pattern == 8'd5) begin  
                r_out <= ramp_values[B+FRACTIONAL_BITS-1:FRACTIONAL_BITS];
                g_out <= 8'b0;
                b_out <= 8'b0;
                if ((x == total_active_pix - 1) && (dn_in))
                    ramp_values <= 0;
                else if ((x == 0) && (dn_in))
                    ramp_values <= ramp_step;
                else if (dn_in)
                    ramp_values <= ramp_values + ramp_step;
            end
            else if (pattern == 8'd6) begin  
                r_out <= 8'b0;
                g_out <= ramp_values[B+FRACTIONAL_BITS-1:FRACTIONAL_BITS];
                b_out <= 8'b0;
                if ((x == total_active_pix - 1) && (dn_in))
                    ramp_values <= 0;
                else if ((x == 0) && (dn_in))
                    ramp_values <= ramp_step;
                else if (dn_in)
                    ramp_values <= ramp_values + ramp_step;
            end
            else if (pattern == 8'd7) begin  
                r_out <= 8'b0;
                g_out <= 8'b0;
                b_out <= ramp_values[B+FRACTIONAL_BITS-1:FRACTIONAL_BITS];
                if ((x == total_active_pix - 1) && (dn_in))
                    ramp_values <= 0;
                else if ((x == 0) && (dn_in))
                    ramp_values <= ramp_step;
                else if (dn_in)
                    ramp_values <= ramp_values + ramp_step;
            end
        end
    end
endmodule

===== flow/constraint.sdc =====
current_design pattern_vg

set clk_period 8.9
set clk_io_pct 0.2

create_clock -name clk0 -period $clk_period [get_ports {clk_in}]

set non_clock_inputs [all_inputs -no_clocks]
set_input_delay [expr $clk_period * $clk_io_pct] -clock clk0 $non_clock_inputs
set_output_delay [expr $clk_period * $clk_io_pct] -clock clk0 [all_outputs]

==> results.sh <==
# physical design summary
export IMPL_cts_hold_buffers_added=0
export IMPL_cell_area_after_placement_um2=5790
export IMPL_detail_route_wirelength_um=12300
export IMPL_grt_total_usage_pct=22.5
export IMPL_fp_dieH_um=107
export IMPL_startpoint_type_of_the_worst_setup_path="primary input"
export IMPL_route_detailed_wl_per_inst_um=15.7
export IMPL_wl_met2_um=5690
export IMPL_post_route_period_util_pct=56.0
export IMPL_synth_cells_yosys=529
export IMPL_final_core_util_pct=56.7
export IMPL_io_buffers=135
export IMPL_antenna_cells_inserted=0
export IMPL_drc=0
export IMPL_synth_top_cells_by_count="sky130_fd_sc_hd__nand2_1 (45), sky130_fd_sc_hd__nor2_1 (34), sky130_fd_sc_hd__a21oi_1 (31)"
export IMPL_p_leak_nw=2.43
export IMPL_synthesis_area_um2=4380
export IMPL_area_combinational_um2=3010
export IMPL_crit_required_ns=9.10
export IMPL_final_std_cells_w_o_fill=784
export IMPL_tritoncts="done"
export IMPL_post_cts_resized=0
export IMPL_finalSetupViolCount=0
export IMPL_drt_iter0_drc=198
export IMPL_root_buffer="sky130_fd_sc_hd__clkbuf_8"
export IMPL_via_count=4299
export IMPL_asyncSetResetFlopFracSynth_pct=0
export IMPL_final_setup_tns_ns=0
export IMPL_via_count_of_the_first_global_routing_pass=4062
export IMPL_maxUsedRoutingLayer="met4"
export IMPL_post_route_cell_area_um2=5930
export IMPL_max_slew_margin_pct=41.6
export IMPL_max_slew_worst_pin_slew_ns=0.877
export IMPL_cts_buffers_inserted=5
export IMPL_htree_levels=2
export IMPL_drt_pass1_iter_count=4
export IMPL_wire_length_of_the_first_global_routing_pass_um=20100
export IMPL_synth_top_cell_by_count="sky130_fd_sc_hd__nand2_1"
export IMPL_met3WireLength_um=674
export IMPL_post_synth_num_cell_types=61
export IMPL_route_detailed_vias_per_inst=5.48
export IMPL_chip_area_um2=11400
export IMPL_drt_antenna_violating_nets=0
export IMPL_worst_r2r_endpoint="ramp_values[19]"
export IMPL_r2r_start="ramp_values[4]"
export IMPL_grt_setup_unrepaired="no"
export IMPL_io_pins=136
export IMPL_post_layout_total_power_uw=549
export IMPL_ys_flop_type="sky130_fd_sc_hd__edfxtp_1"
export IMPL_yosys_warning_total=1
export IMPL_route_layer_met1_wl_um=5860
export IMPL_finClkSkew_ns=0.00543
export IMPL_timing_fmax_ghz=0.201
export IMPL_gr_total_overflow=0
export IMPL_antenna_found_initial=0
export IMPL_floorplan_core_area_um2=10500
export IMPL_layout_area_overhead_vs_synth_pct=35.3
export IMPL_synthesized_instance_count=529
export IMPL_max_clock_path_buffers=2
export IMPL_hold_start="ramp_values[2]"
export IMPL_grt_max_degree=32
export IMPL_ir_drop_v=0.0000655
export IMPL_setup_worst_path_end_class="register"
export IMPL_placement_setup_worst_slack_ns=3.60
export IMPL_worst_r2r_path_depth=9
export IMPL_rrSetupSlack_ns=6.16
export IMPL_synth_sequential_area_ratio_pct=26.9
export IMPL_layout_area_seq_um2=1180
export IMPL_netlist_area_leader_share_pct=16.4
export IMPL_nFillCells=962
export IMPL_worst_endpoint_arrival_ns=5.19
export IMPL_clock_sink_count=47
export IMPL_timing_hold_worst_endpoint="ramp_values[2]"
export IMPL_timing_worst_setup_path_type="in2reg"
export IMPL_drv_max_cap_violation_count=0
export IMPL_hold_class="reg2reg"
export IMPL_gp_routability_congestion=0.946
export IMPL_openroad_warnings=26
export IMPL_enable_flop_cells=24
export IMPL_place_inst=776
export IMPL_worstSkewPairLatency_ns=0.30
export IMPL_hold_slack_ns=0.480
export IMPL_fp_util_pct=41.9
export IMPL_place_detailed_hpwl_um=9480
export IMPL_die_w_um=107
export IMPL_synth_flop_count=47
export IMPL_report_final_hold_viol_count=0
export IMPL_worstHoldPathCells=2
export IMPL_critical_path_peak_fanout=14
export IMPL_post_route_min_period_ns=4.99
export IMPL_post_synth_cell_area_avg_um2=8.29
export IMPL_pwr_dens_nw_per_um2=92.6
export IMPL_synth_area_yosys_um2=4380
export IMPL_outcome="completed"
export IMPL_slew_viol_final=0
export IMPL_worst_setup_hold_path_clk_slew_ns=0.10
export IMPL_num_rows=37
export IMPL_yosysTopAreaCell="sky130_fd_sc_hd__edfxtp_1"
export IMPL_post_cts_setup_buffers=0
export IMPL_drive_gt1_share_pct=3.40
export IMPL_postLayoutSetupSlackWorst_ns=3.91
export IMPL_post_synth_main_area_contributors="sky130_fd_sc_hd__edfxtp_1 (16%), sky130_fd_sc_hd__dfxtp_1 (11%), sky130_fd_sc_hd__ha_1 (6.0%), sky130_fd_sc_hd__xnor2_1 (5.0%), sky130_fd_sc_hd__o22a_1 (4.8%)"
worst max-delay path by stage:
stage | from | to | slack (ns) | cells past startpoint
after CTS | total_active_pix[2] | ramp_values[8] | 3.95 | 9
after global routing | total_active_pix[2] | ramp_values[18] | 3.68 | 9
final | total_active_pix[2] | ramp_values[8] | 3.91 | 9
cell usage in the layout, fill, tap and decap left out, types with 7 or more instances in the layout:
master / n
sky130_fd_sc_hd__nand4_1: 13
sky130_fd_sc_hd__edfxtp_1: 24
sky130_fd_sc_hd__nor3_1: 11
sky130_fd_sc_hd__nor2_1: 34
sky130_fd_sc_hd__dfxtp_1: 23
sky130_fd_sc_hd__and2_1: 7
sky130_fd_sc_hd__inv_1: 13
sky130_fd_sc_hd__a22o_1: 8
sky130_fd_sc_hd__clkdlybuf4s50_1: 135
sky130_fd_sc_hd__a21boi_0: 10
sky130_fd_sc_hd__xor2_1: 23
sky130_fd_sc_hd__or3_1: 9
sky130_fd_sc_hd__a21o_1: 21
sky130_fd_sc_hd__o21ai_0: 30
sky130_fd_sc_hd__o21a_1: 27
sky130_fd_sc_hd__nand3_1: 19
sky130_fd_sc_hd__nand2_1: 45
sky130_fd_sc_hd__o31ai_1: 9
sky130_fd_sc_hd__ha_1: 21
sky130_fd_sc_hd__o22a_1: 24
sky130_fd_sc_hd__xnor2_1: 25
sky130_fd_sc_hd__a21oi_1: 31
sky130_fd_sc_hd__nor4_1: 7
sequential cells by signal, indices dropped and copies added (netlist names):
signal	cells
vn_out	1
ramp_values	20
b_out	8
r_out	8
g_out	8
hn_out	1
den_out	1
cells by family (layout without fill, tap and decap cells):
group / after synthesis / in the layout / synth area share (%)
multiplexers: 1 / 1 / 0.257
XOR/XNOR: 48 / 48 / 9.59
flip-flops: 47 / 47 / 26.9
adder cells (fa/ha/maj): 22 / 22 / 6.45
AND-OR/OR-AND: 192 / 192 / 30.9
AND/OR/NAND/NOR: 178 / 178 / 21.4
buffers and inverters: 41 / 160 / 4.54
worst max-delay path, cell delays in order:
cell and delay (ns):
sky130_fd_sc_hd__clkdlybuf4s50_1 0.51, sky130_fd_sc_hd__or4_1 0.72, sky130_fd_sc_hd__o21ai_0 0.29, sky130_fd_sc_hd__nand3_1 0.12
sky130_fd_sc_hd__a2111oi_2 0.36, sky130_fd_sc_hd__nand4_1 0.50, sky130_fd_sc_hd__and3_1 0.55, sky130_fd_sc_hd__a32oi_1 0.26
sky130_fd_sc_hd__o21ai_1 0.08
where the power goes:
group | leakage (nW) | internal (mW) | switching [mW] | total (mW)
Combinational | 1.97 | 0.0727 | 0.0530 | 0.126
Sequential | 0.388 | 0.227 | 0.000854 | 0.228
Clock | 0.0703 | 0.114 | 0.0812 | 0.195
final cells by class:
type                            count  share of cell area (%)
Multi-Input combinational cell    441                    50.7
Timing Repair Buffer              139                    23.3
Sequential cell                    47                    19.9
Tap cell                          136                    2.87
Clock inverter                      3                    1.20
Clock buffer                        5                    1.16
Inverter                           13                   0.823
routing by layer:
metal  vias up  track usage, %
met4         0            2.05
met2       113            36.7
met3         9            3.04
met5         -               0
met1      1942            33.7
li1       2235               -
No activity file was given, so power comes from the tool's default toggle rates.
